==> design.v <==
package alu_types_pkg;
    typedef struct packed {
        logic signed [31:0] a;       
        logic signed [31:0] b;       
        logic [3:0]         code;    
    } alu_data_t;
    typedef enum logic [3:0] {
        ALU_ADD  = 4'b0000,
        ALU_SUB  = 4'b0001,
        ALU_SLL  = 4'b0010,
        ALU_SRL  = 4'b0011,
        ALU_SRA  = 4'b0100,
        ALU_SLT  = 4'b0101,
        ALU_SLTU = 4'b0111,
        ALU_XOR  = 4'b1000,
        ALU_OR   = 4'b1001,
        ALU_AND  = 4'b1010
    } alu_op_e;
    typedef enum logic [1:0] {
        MUX_ULA_R      = 2'b00,  
        MUX_ULA_I      = 2'b01,  
        MUX_ULA_Shift  = 2'b10,  
        MUX_ULA_BRANCH = 2'b11   
    } alu_mux_sel_e;
    localparam logic MUX_BR_ULA = 1'b0;
    localparam logic MUX_BR_RAM = 1'b1;
    localparam logic [7:0] LED_IO_REG  = 8'h80;  
    localparam logic [7:0] SW_IO_REG   = 8'h81;  
    localparam logic [7:0] SEG7_IO_REG = 8'h82;  
endpackage
module converter(
	input  logic 		clk, rst_n,
	input  logic [31:0] 	result,
        input  logic [31:0]     io_sw_i,
	output logic [31:0] 	temp9, temp8, temp7, temp6, temp5, temp4, temp3, temp2, temp1, temp0,
	output logic 		busy9, busy8, busy7, busy6, busy5, busy4, busy3, busy2, busy1, busy0,
	output logic		valid9, valid8, valid7, valid6, valid5, valid4, valid3, valid2, valid1, valid0,
	output logic            done9, done8, done7, done6, done5, done4, done3, done2, done1, done0,
	output logic [31:0]     digit9, digit8, digit7, digit6, digit5, digit4, digit3, digit2, digit1, digit0						
);
logic start; 
assign start = (io_sw_i == result) ? 1 : 0;
division	d0(
    .clk(clk),
    .rst_ni(rst_n),              
    .start(start),           
    .a(result),
    .b(32'd10), 
    .busy(busy0),
    .done(done0),
    .valid(valid0),    
    .val(temp0),
    .rem(digit0)
); 
division	d1(
    .clk(clk),
    .rst_ni(rst_n),              
    .start(valid0),           
    .a(temp0),
    .b(32'd10), 
    .busy(busy1),
    .done(done1),
    .valid(valid1),   
    .val(temp1),
    .rem(digit1)
); 
division	d2(
    .clk(clk),
    .rst_ni(rst_n),              
    .start(valid1),           
    .a(temp1),
    .b(32'd10), 
    .busy(busy2),
    .done(done2),
    .valid(valid2),   
    .val(temp2),
    .rem(digit2)
); 
division	d3(
    .clk(clk),
    .rst_ni(rst_n),              
    .start(valid2),           
    .a(temp2),
    .b(32'd10), 
    .busy(busy3),
    .done(done3),
    .valid(valid3),   
    .val(temp3),
    .rem(digit3)
); 
division	d4(
    .clk(clk),
    .rst_ni(rst_n),              
    .start(valid3),           
    .a(temp3),
    .b(32'd10), 
    .busy(busy4),
    .done(done4),
    .valid(valid4),   
    .val(temp4),
    .rem(digit4)
); 
division	d5(
    .clk(clk),
    .rst_ni(rst_n),              
    .start(valid4),           
    .a(temp4),
    .b(32'd10), 
    .busy(busy5),
    .done(done5),
    .valid(valid5),   
    .val(temp5),
    .rem(digit5)
); 
division	d6(
    .clk(clk),
    .rst_ni(rst_n),              
    .start(valid5),           
    .a(temp5),
    .b(32'd10), 
    .busy(busy6),
    .done(done6),
    .valid(valid6),   
    .val(temp6),
    .rem(digit6)
); 
division	d7(
    .clk(clk),
    .rst_ni(rst_n),              
    .start(valid6),           
    .a(temp6),
    .b(32'd10), 
    .busy(busy7),
    .done(done7),
    .valid(valid7),   
    .val(temp7),
    .rem(digit7)
); 
division	d8(
    .clk(clk),
    .rst_ni(rst_n),              
    .start(valid7),           
    .a(temp7),
    .b(32'd10), 
    .busy(busy8),
    .done(done8),
    .valid(valid8),   
    .val(temp8),
    .rem(digit8)
); 
division	d9(
    .clk(clk),
    .rst_ni(rst_n),              
    .start(valid8),           
    .a(temp8),
    .b(32'd10), 
    .busy(busy9),
    .done(done9),
    .valid(valid9),   
    .val(temp9),
    .rem(digit9)
); 	
endmodule
module division #(parameter WIDTH = 32) (
    input  logic        clk,         
    input  logic        rst_ni,
    input  logic        start,           
    input  logic [WIDTH-1:0]  a,       
    input  logic [WIDTH-1:0]  b,       
    output logic        busy,            
    output logic        done,            
    output logic        valid,           
    output logic [WIDTH-1:0] val,         
    output logic [WIDTH-1:0] rem          
    );
    logic [WIDTH-1:0]    b1;              
    logic [WIDTH-1:0]    quo, quo_next;   
    logic [WIDTH:0]      acc, acc_next;   
    logic [$clog2(WIDTH)-1:0] i;          
    always_comb begin
        if (acc >= {1'b0, b1}) begin
            acc_next = acc - b1;
            {acc_next, quo_next} = {acc_next[WIDTH-1:0], quo, 1'b1};
        end else begin
            {acc_next, quo_next} = {acc, quo} << 1;
        end
    end
    always_ff @(posedge clk, negedge rst_ni) begin
        if (!rst_ni) begin
            busy  <= 0;
            done  <= 0;
            valid <= 0;
            val   <= 0;
            rem   <= 0;
            valid <= 0;
            i     <= 0;
        end
        else begin
            if (start && (i < 31)) begin
                busy <= 1;
                b1 <= b;
                {acc, quo} <= {{WIDTH{1'b0}}, a, 1'b0};   
            end
            if (busy && (i == 31)) begin   
                busy  <= 0;
                done  <= 1;
                valid <= 1;
                val   <= quo_next;
                rem   <= acc_next[WIDTH:1];  
                i     <= 31;
            end
            else if (busy) begin   
                i     <= i + 1;
                acc   <= acc_next;
                quo   <= quo_next;
            end
        end
    end
endmodule
==> run.sh <==
#!/bin/bash
# OpenROAD 26Q1-2900-gdf79404cd8, Yosys 0.63+post, stock flow scripts
make -C /OpenROAD-flow-scripts/flow DESIGN_CONFIG=/design/flow/config.mk WORK_HOME=/design/flow/orfs finish
==> config.mk <==
export PLATFORM = sky130hd
export DESIGN_NAME = converter
export DESIGN_NICKNAME = converter
export VERILOG_FILES = /design/flow/design.v
export SDC_FILE = /design/flow/constraint.sdc
export NUM_CORES = 4
export LEC_CHECK = 1
export CORE_UTILIZATION = 40
==> constraint.sdc <==
current_design converter

set clk_period 10.0
set clk_io_pct 0.2

create_clock -name clk0 -period $clk_period [get_ports {clk}]

set non_clock_inputs [all_inputs -no_clocks]
set_input_delay [expr $clk_period * $clk_io_pct] -clock clk0 $non_clock_inputs
set_output_delay [expr $clk_period * $clk_io_pct] -clock clk0 [all_outputs]
==> deck_impl_summary.md <==
Key Metrics from the Run

Status
  • Outcome: completed

Floorplan
  • Die Wd: roughly 400 µm
  • Cell row count: ~150
  • FP Util: roughly two fifths
  • DIE AREA: about 160000 µm²
  • Die Span Y: roughly 400 µm
  • Core area: 157000 µm²
  • Io pins: approximately 740

Placed design
  • Area post-placement: 73000 µm²
  • Dpl hpwl: 127000 µm
  • Gpl congestion: a little over 0.9
  • I/O Buffers: roughly 740
  • Pre-CTS WS: 4.85 ns

Job
  • Log Warnings: around 40
  • Max Cap Viol: 0

Global route
  • GRT overflow: 0
  • Largest net degree at the start of global routing: 124
  • All-Layer GR Usage: 23.3%
  • Number of global-route vias before repair: about 44k
  • Initial antenna violation count: 1
  • First-pass GRT wire length: between 200000 and 300000 µm

Pwr
  • Max VDD drop: roughly 0.15 mV
  • Static leakage: around 0.032 µW
  • Pwr per Cell Area: around 160 nW/µm²

Final timing
  • Highest clock rate: roughly 230 MHz
  • RSZ-0062 raised after global routing: no
  • Final hold viol count: 0
  • Minimum clock period: 4.38 ns
  • TNS Setup: 0 ns
  • Final worst-path cycle share: between 40 and 50%
  • Final setup vio count: 0
  • Hold WS: 0.476 ns
  • Final WS setup: ~5.6 ns
  • Max-Slew Margin vs Limit: between 30% and 40%
  • Setup Skew: 0.0289 ns
  • Final Slew Violations: 0
  • Slew @ Worst Pin: around 0.90 ns

Clocking
  • Clk buf depth: 3
  • Worst-path clk slew: 0.06 ns
  • CTS sink cnt: ~1.4k
  • Post-CTS setup buffers: 0
  • CTS tree: built
  • H-tree depth: 4
  • Post-cts resize count: 0
  • Root buf cell: clkbuf_16
  • Hold buffer count at cts: 0
  • Cts bufs inserted: 153
  • Late-Pin Clk Latency: 0.76 ns

Critical path
  • Worst path cell trace: clkdlybuf4s50_1 -> xor2_1 -> nor4_1 -> o2111ai_1 -> nor4_2 -> buf_4 -> buf_4 -> mux2i_1 -> o21ai_0
  • Worst flop-to-flop path startpoint: d0.acc[12]
  • Startpoint class of the critical path: input pin
  • Crit path DRT: between 10 and 15 ns
  • CP arrival: between 4 and 5 ns
  • Crit Path Class: input pin to flop
  • Crit path capture type: flop
  • CP max stage cell: buf_4
  • Most frequent CP cell: buf_4
  • CP max stage delay: around 0.63 ns
  • Critical path peak fanout: 51
  • Launch point of the worst path: io_sw_i[22]

Synth
  • FFs w/ async S/R, synth: between 50 and 60%
  • Syn_area_per_cell: roughly 11 µm²
  • Seq/Total Area, Yosys: roughly three fifths
  • Mapped cell area: about 64000 µm²
  • Seq cells post-synth: approximately 1.4k
  • YS chip area: about 64000 µm²
  • Yosys cell types: roughly 80
  • Yosys cell count: between 5k and 6k
  • Synth Flop Type: dfrtp_1
  • Yosys warns: 1
  • Syn Inst Count: about 5.7k
  • EDFF count, synth: approximately 650

Routing
  • WL final: approximately 180000 µm
  • Vias per inst: roughly 5.3
  • Drt drc: 0
  • Mean routed wirelength per cell: 21.0 µm
  • Post-DRT Antenna Nets: 0
  • Pre-Repair DR Iteration Count: 5
  • Vias: ~45k
  • Ant diodes: 0
  • First DRT Iteration DRCs: about 2.8k

Finish
  • Layout cells sized above 1: between 10 and 15%
  • Fillers: about 14k
  • Register area: between 30000 and 40000 µm²
  • Synth-to-Final Area Change: 22.7%
  • Final Cell Area: 78000 µm²
  • Comb gate area: 24900 µm²

Hold path
  • Hold Path Class: flop to flop
  • Hold path start: d4.rem[22]
-- cell families after synthesis --
group                    count (synthesis)  synth area share [%]
AND-OR/OR-AND                         1235                  10.6
XOR/XNOR                               311                  4.29
adder cells (fa/ha/maj)                 30                 0.591
buffers and inverters                  395                  2.46
flip-flops                            1360                  58.7
multiplexers                           662                  11.1
AND/OR/NAND/NOR                       1687                  12.3
-- worst paths after layout --
check | end | slack (ns) | cells past startpoint
hold reg to reg | d4.rem[22] | 0.48 | 2
setup reg to reg | d0.acc[3] | 6.52 | 6
hold / removal | d4.rem[22] | 0.48 | 2
min in group asynchronous | d9.rem[21] | 1.14 | 1
setup / recovery | d0.quo[21] | 5.62 | 9
max in group asynchronous | d0.rem[29] | 6.40 | 4
-- placed cells by master, fill, tap and decap left out, types with 77 or more instances in the layout --
| master | instances |
|---|---|
| a21oi_1 | 80 |
| buf_4 | 80 |
| clkbuf_16 | 161 |
| clkdlybuf4s50_1 | 734 |
| dfrtp_1 | 710 |
| edfxtp_1 | 650 |
| mux2_2 | 336 |
| mux2i_1 | 326 |
| nand2_1 | 957 |
| nand3_1 | 133 |
| nor2_1 | 151 |
| nor3_1 | 77 |
| nor4_1 | 79 |
| o21ai_0 | 946 |
| xnor2_1 | 194 |
| xor2_1 | 117 |
-- routing by layer --
metal  global-route usage (%)  wire, µm  vias to the layer above
li1                         -         -                    21800
met1                     33.6     73100                    22100
met2                     33.5     79500                     1187
met3                     10.4     19300                      242
met4                     6.28      6020                        0
met5                        0         0                        -
-- flip-flops by register name (all words and copies together) (netlist names), 33 cells and up --
register	cells
d0.acc	33
d1.acc	33
d2.acc	33
d3.acc	33
d4.acc	33
d5.acc	33
d6.acc	33
d7.acc	33
d8.acc	33
d9.acc	33
-- synthesized netlist by cell type (all sizes together) (31+ instances only) --
cell	instances	area [µm²]
clkbuf	296	1110
o22ai	31	194
nand2	967	3630
xnor2	194	1700
nor3	82	442
a21oi	80	400
inv	32	120
nor2	152	573
xor2	117	1020
nor4	88	603
o21ai	972	4860
nand2b	44	275
nand3	133	666
dfrtp	710	17800
mux2i	326	3260
mux2	336	3780
edfxtp	650	19500
buf	67	329
or4	48	364
-- power breakdown --
| part | leakage (µW) | internal (µW) | switching (µW) |
|---|---|---|---|
| logic | 0.0136 | 203 | 294 |
| clock network | 0.00242 | 3230 | 2320 |
| registers | 0.0161 | 6070 | 171 |
| total | 0.0321 | 9510 | 2780 |
-- worst max-delay path: cells and delay by family --
family                 cells  cell delay, ns
multiplexers               1            0.24
AND/OR/NAND/NOR            2            0.48
buffers and inverters      3            1.50
XOR/XNOR                   1            0.24
AND-OR/OR-AND              2            0.34
-- final cells by class --
type | count | share of cell area (%)
clock inverter | 53 | 0.586
clock buffer | 232 | 5.75
timing repair buffer | 821 | 10.4
inverter | 32 | 0.154
multi-input combinational | 3925 | 32.0
tap | 2058 | 3.30
sequential | 1360 | 47.8
-- per-stage QoR --
step	total power [µW]	std cells	utilization, %
after detailed placement	6860	8196	46.5
after global routing	12700	8481	49.7
after global placement	6850	8196	46.5
after CTS	12500	8481	49.7
after floorplan	6530	5680	-
final	12300	8481	49.7
Power figures rest on the tool's default switching activity, not on a simulated workload.
