==> /design/flow/design.v <==
package alu_types_pkg;
    typedef struct packed {
        logic signed [31:0] a;       
        logic signed [31:0] b;       
        logic [3:0]         code;    
    } alu_data_t;
    typedef enum logic [3:0] {
        ALU_ADD  = 4'b0000,
        ALU_SUB  = 4'b0001,
        ALU_SLL  = 4'b0010,
        ALU_SRL  = 4'b0011,
        ALU_SRA  = 4'b0100,
        ALU_SLT  = 4'b0101,
        ALU_SLTU = 4'b0111,
        ALU_XOR  = 4'b1000,
        ALU_OR   = 4'b1001,
        ALU_AND  = 4'b1010
    } alu_op_e;
    typedef enum logic [1:0] {
        MUX_ULA_R      = 2'b00,  
        MUX_ULA_I      = 2'b01,  
        MUX_ULA_Shift  = 2'b10,  
        MUX_ULA_BRANCH = 2'b11   
    } alu_mux_sel_e;
    localparam logic MUX_BR_ULA = 1'b0;
    localparam logic MUX_BR_RAM = 1'b1;
    localparam logic [7:0] LED_IO_REG  = 8'h80;  
    localparam logic [7:0] SW_IO_REG   = 8'h81;  
    localparam logic [7:0] SEG7_IO_REG = 8'h82;  
endpackage
module mul(
    input                                    clk,
    input                                    rst,
	input                                    clear_pipeline,	
	input                                    mul_initial,
	input  [(3)-1:0]                             mul_para,
	input  [(32)-1:0]                         mul_rs0,
	input  [(32)-1:0]                         mul_rs1,
	output                                   mul_ready,
	output                                   mul_finished,
	output [(32)-1:0]                         mul_data,	
	input                                    mul_ack
);
    function [($clog2(32+1))-1:0] highest_pos(input [(32)-1:0] d);
	integer i;
	begin
	    highest_pos = 0;
	    for (i=0;i<32;i=i+1)
		    if ( d[i] )
	            highest_pos = i;
	end
	endfunction
	function [($clog2(32+1))-1:0] sumbits(input [(32)-1:0] d);
	integer i;
	begin
	    sumbits = 0;
		for (i=0;i<32;i=i+1)
		    sumbits = sumbits + d[i];
	end
	endfunction
	reg                           calc_flag;
	reg  [(3)-1:0]                    calc_para;
	reg                           calc_sign_xor,calc_sign_rs0;
	reg  [(32)-1:0]                calc_a,calc_b,calc_x,calc_y;
	reg  [($clog2(32+1))-1:0]      calc_a_pos,calc_b_pos;
	wire                          calc_over;
	wire [(32)-1:0]                calc_a_in,calc_b_in,calc_x_in,calc_y_in;	
	reg                           write_flag;
	reg  [(32)-1:0]                write_data;
    wire                          write_over;
	wire [(32)-1:0]              rs0_word = mul_rs0;
	wire [(32)-1:0]              rs1_word = mul_rs1;
	wire                        rs0_sign = mul_para[2] ? (~mul_para[0] & rs0_word[31]) : ( (mul_para[1:0]!=2'b11) & rs0_word[31] );
	wire                        rs1_sign = mul_para[2] ? (~mul_para[0] & rs1_word[31]) : ( ~mul_para[1] & rs1_word[31] );	
	wire [(32)-1:0]              rs0_data = rs0_sign ? ( ~rs0_word + 1'b1 ) : rs0_word;
	wire [(32)-1:0]              rs1_data = rs1_sign ? ( ~rs1_word + 1'b1 ) : rs1_word;	
    wire                      mul_direct = mul_para[2] ? ((rs1_word==0)|(rs0_data<rs1_data)) : ((rs0_word==0)|(rs1_word==0));	
    wire                     mul_is_busy = calc_flag|(write_flag & ~write_over);
	assign                     mul_ready = ~mul_is_busy;
	wire                      calc_start = mul_initial & ~mul_direct & ~mul_is_busy & ~clear_pipeline;	
	wire                     write_start = mul_initial &  mul_direct & ~mul_is_busy & ~clear_pipeline;
	always @ ( posedge clk or posedge  rst ) if (   rst   )  calc_flag <= 0;  else
	if ( calc_start )
	    calc_flag <= 1'b1;
	else if ( calc_over|clear_pipeline )
	    calc_flag <= 1'b0;
	else;
	always @ ( posedge clk or posedge  rst ) if (   rst   )  calc_para <= 0;  else
	if ( calc_start|write_start )
	    calc_para <= mul_para[2:0];
	else;
	always @ ( posedge clk or posedge  rst ) if (   rst   )  calc_sign_xor <= 0;  else
	if ( calc_start|write_start )
	    calc_sign_xor <= (mul_para[2]&(rs1_word==0)) ? 0 : (rs0_sign^rs1_sign);
	else;
	always @ ( posedge clk or posedge  rst ) if (   rst   )  calc_sign_rs0 <= 0;  else
	if ( calc_start|write_start )
	    calc_sign_rs0 <= rs0_sign;
    else;
	wire                num_less_compare = sumbits(rs0_data)<sumbits(rs1_data);
	always @ ( posedge clk or posedge  rst ) if (   rst   )  calc_a <= 0;  else
	if ( calc_start|write_start )
	    if ( mul_para[2] )
		    calc_a <= rs0_data;
		else
		    calc_a <= num_less_compare ? rs1_data : rs0_data;
	else if ( calc_flag )
	    calc_a <= calc_a_in;
	else;
	always @ ( posedge clk or posedge  rst ) if (   rst   )  calc_b <= 0;  else
	if ( calc_start|write_start )
	    if ( mul_para[2] )
		    calc_b <= rs1_data;
		else
		    calc_b <= num_less_compare ? rs0_data : rs1_data;
	else if ( calc_flag )
	    calc_b <= calc_b_in;
	else;
	always @ ( posedge clk or posedge  rst ) if (   rst   )  calc_x <= 0;  else
	if ( calc_start|write_start )
	    if ( mul_para[2] )
		    calc_x <= ( rs1_word==0 ) ? 32'hffffffff : 0;
		else
		    calc_x <= 0;
	else if ( calc_flag )
	    calc_x <= calc_x_in;
	else;
	always @ ( posedge clk or posedge  rst ) if (   rst   )  calc_y <= 0;  else
	if ( calc_start|write_start )
	    calc_y <= 0;
	else if ( calc_flag )
	    calc_y <= calc_y_in;
	else;
    wire [(32)-1:0]              pos_a_in = calc_flag ? calc_a_in : rs0_data;
    wire [(5)-1:0]                 pos_a_out = highest_pos(pos_a_in);
    wire [(32)-1:0]              pos_b_in = calc_flag ? calc_b_in : rs1_data;
    wire [(5)-1:0]                 pos_b_out = highest_pos(pos_b_in);
    always @ ( posedge clk or posedge  rst ) if (   rst   )  calc_a_pos <= 0;  else
	if ( calc_start|write_start )
        if ( mul_para[2] )
            calc_a_pos <= pos_a_out;
        else 
            calc_a_pos <= num_less_compare ? pos_b_out : pos_a_out;
	else if ( calc_flag )
	    calc_a_pos <= pos_a_out;
    else;
    always @ ( posedge clk or posedge  rst ) if (   rst   )  calc_b_pos <= 0;  else
	if ( calc_start|write_start )
        if ( mul_para[2] )
            calc_b_pos <= pos_b_out;
        else 
            calc_b_pos <= num_less_compare ? pos_a_out : pos_b_out;
	else if ( calc_flag )
	    calc_b_pos <= pos_b_out;
    else;
	wire [($clog2(32+1))-1:0] calc_ab_gap = calc_a_pos - calc_b_pos;
	wire [($clog2(32))-1:0]  calc_ab_diff = calc_ab_gap;
	wire [(2*32)-1:0]           mul_shift = calc_a<<calc_b_pos;
	wire                        sub_sign = calc_para[2] ? 1'b1 : calc_sign_xor;
	wire [(32)-1:0]           low_add_in0 = calc_para[2] ? calc_a : calc_x;
	wire [(32)-1:0]           low_add_in1 = calc_para[2] ? ( calc_b<<calc_ab_diff ) : mul_shift;
    wire [(32+1)-1:0]         low_add_out = sub_sign ? (low_add_in0 - low_add_in1) : (low_add_in0 + low_add_in1);
	wire                       carry_bit = low_add_out[32];
	wire                    high_add_bit = calc_para[2] ? 1'b0 : carry_bit;
    wire [(32)-1:0]          high_add_in0 = calc_para[2] ? calc_a : calc_y;
    wire [(32)-1:0]          high_add_in1 = calc_para[2] ? ( ( calc_b<<calc_ab_diff )>>1 ) : (mul_shift>>32);
    wire [(32)-1:0]          high_add_out = sub_sign ? (high_add_in0 - high_add_in1 - high_add_bit) : (high_add_in0 + high_add_in1 + high_add_bit);
	assign                     calc_a_in = calc_para[2] ?  ( carry_bit ? high_add_out : low_add_out ) : calc_a;
	assign                     calc_b_in = calc_para[2] ? calc_b : ( calc_b ^ (1'b1<<calc_b_pos) );
	assign                     calc_x_in = calc_para[2] ? ( calc_x|( (1'b1<<calc_ab_diff)>>carry_bit ) ) : low_add_out;
	assign                     calc_y_in = calc_para[2] ? calc_y : high_add_out;
	assign                     calc_over = calc_flag & ( calc_para[2] ? ( calc_a_in<calc_b ) : (calc_b_in==0) );
	always @ ( posedge clk or posedge  rst ) if (   rst   )  write_flag <= 0;  else
	if( write_start|calc_over )
	    write_flag <= 1'b1;
	else if ( write_over|clear_pipeline )
	    write_flag <= 1'b0;
	else;
	always @*
	if ( write_flag )
	    case(calc_para)
	    3'h0          :  write_data = calc_x;
	    3'h1,3'h2,3'h3:  write_data = calc_y;
        3'h4,3'h5     :  write_data = calc_sign_xor ? (~calc_x+1'b1) : calc_x;
        3'h6,3'h7     :  write_data = calc_sign_rs0 ? (~calc_a+1'b1) : calc_a;
        endcase
	else
	    write_data = 0;
	reg  [(1*32)-1:0] mulbuf_data;
	reg  [($clog2(1+1))-1:0]       mulbuf_length;
	wire [(1*32)-1:0] primary_data   = mulbuf_data|(write_data<<(mulbuf_length*32));
	wire [($clog2(1+1))-1:0]       primary_length = (mulbuf_length==1) ? 1 : (mulbuf_length + write_flag);
    assign write_over = write_flag & (mulbuf_length<1);
    assign mul_finished   = primary_length!=0;
    assign mul_data       = primary_data;
    always @ ( posedge clk or posedge  rst ) if (   rst   )  mulbuf_data <= 0;  else
    if ( clear_pipeline )	
	    mulbuf_data <= 0;
	else
	    mulbuf_data <= primary_data>>(mul_ack*32);
	always @ ( posedge clk or posedge  rst ) if (   rst   )  mulbuf_length <= 0;  else
	if ( clear_pipeline )
	    mulbuf_length <= 0;
	else
	    mulbuf_length <= primary_length - mul_ack;
endmodule
==> /design/flow/run.sh <==
#!/bin/bash
# OpenROAD 26Q1-2900-gdf79404cd8, Yosys 0.63+post, stock flow scripts
make -C /OpenROAD-flow-scripts/flow DESIGN_CONFIG=/design/flow/config.mk WORK_HOME=/design/flow/orfs finish
==> /design/flow/config.mk <==
export PLATFORM = sky130hd
export DESIGN_NAME = mul
export DESIGN_NICKNAME = mul
export VERILOG_FILES = /design/flow/design.v
export SDC_FILE = /design/flow/constraint.sdc
export NUM_CORES = 4
export LEC_CHECK = 1
export CORE_UTILIZATION = 50
==> /design/flow/constraint.sdc <==
current_design mul

set clk_period 64.8
set clk_io_pct 0.2

create_clock -name clk0 -period $clk_period [get_ports {clk}]

set non_clock_inputs [all_inputs -no_clocks]
set_input_delay [expr $clk_period * $clk_io_pct] -clock clk0 $non_clock_inputs
set_output_delay [expr $clk_period * $clk_io_pct] -clock clk0 [all_outputs]
==> run summary <==
Implementation results are summarized by area below.

Timing
The worst setup skew after layout is 14.0 ps. Setup repair after global routing left no endpoint under its margin. The worst slew slack as a fraction of its limit is -2.45%.

The final setup violation count is 0. After routing, the total negative slack on setup checks comes to 0 ps. The minimum clock period is 22240 ps.

The final-report hold violation count is 0. The final max-slew violation count recorded for this run is 3. The share of the cycle needed by the critical path after routing is 34.3%.

Hold timing on the final database bottoms out at a slack of between 400 and 500 ps. The transition time recorded at the tightest slew-check pin is 1520 ps. The timing-limited maximum frequency is 45.0 MHz.

Cells and area
In the layout the commonest cells are nand2_1, o21ai_0, nor2_1. The area growth from synthesis to layout is 9.53%. The leading cell type in the layout, fill and taps excluded is nand2_1. The final layout report lists a filler cell count of 5060.

Per the final layout report, the fraction of cells sized above drive strength 1 comes to under 10%.

Clocking
The clock reaches the later pin of the worst-skew pair after 480 ps. The tree is rooted in a clkbuf_16. Buffers inserted to repair hold after CTS numbered 0.

The maximum root-to-sink buffer count is 2. In this run the post-CTS setup repair buffer count came out at 0. The H-tree was split into 4 levels.

The clock transition time at the flip-flop clock pins of the worst setup and hold paths is 80 ps. For this design, the sink count on the clock tree is between 150 and 200. Per the TritonCTS log, the buffer count is 17.

TritonCTS built the clock tree. The number of resized instances in the post-cts repair step is 0.

Routing
The average wire per cell in the routed design is 30.7 um. The via count normalized by instance count is around 6.9. Summing over every cut layer, the via total after detailed routing is 31900. The final wirelength is 143000 um.

The first-pass iteration count of the detailed router is 9. In the routed design, unresolved DRC markers number 0. The iteration-0 DRC count of the detailed router is 4161. The number of nets with antenna violations after detailed routing is 0.

Synth
The post-synth count of flops with an enable pin is 0. The mean cell area of the mapped netlist is 7.21 um^2. The most used flip-flop cell after synthesis is dfrtp_1. The count of unique library cells instantiated by Yosys is 105. The register share after synthesis is 16.0%. The total of flip-flops plus latches after synthesis is approximately 180. In this run the cell area of the synthesized design comes to between 20000 and 30000 um^2. The proportion of synthesized flip-flops having asynchronous set or reset is 100%. The chip area line in the Yosys stat output reads between 20000 and 30000 um^2. The yosys synthesis warning count is 1. The number of cell instances after yosys synthesis is 3851. Per the post-synthesis report, the number of cells in the design is 3851.

Global routing
Entering global routing, the biggest net connects between 80 and 90 pins. The aggregate global-route resource usage is between 50% and 60%. The aggregate global routing overflow is 0. The number of global-route vias before repair is 29200. The initial antenna violation count was 3.

The first global-routing pass estimated 203000 um of wire.

Worst setup path
In this design, the stage delay of the slowest critical-path cell is 610 ps. On the critical path the largest part of the delay comes from adder cells. The required arrival time at the worst endpoint is 65150 ps.

The OpenROAD report gives the critical path a data arrival time of 22580 ps. The endpoint class of the critical path is a flip-flop. The critical path in this run is classified as in2reg. The number of buffers and inverters on the critical path is 3. The launching element type of the critical path is a primary input. The critical path's most frequent cell is fa_1. The slowest library cell on the worst path is buf_4.

The biggest fanout along the worst timing path is 69.

Flow run
The number of warnings reported in the stage logs is about 55. Across the run, the number of max-cap violations was 1.

Floorplan
The total area inside the core boundary comes to between 50000 and 60000 um^2. The chip occupies 56500 um^2. The top-level port count is approximately 110. Per the OpenROAD floorplan log, the height of the die is 238 um. The horizontal die size is 238 um. For this configuration, the core starts out at a cell density of 50.5%. According to the floorplan log, the row count is between 80 and 90.

Place
The final weighted congestion in routability-driven placement is 1.14. Port buffering added ~110 buffers. The detailed placer's ending HPWL is 111000 um.

Status
The checks that failed: max-capacitance violations, max-slew violations. The flow ran to the end, but the final reports show violations.

Hold path
The path class of the tightest hold or removal check is reg2reg.
## area by class of cell
class | count | area, um^2 | share of cell area [%]
antenna | 10 | 25.0 | 0.0823
clock buffer | 23 | 468 | 1.54
clock inverter | 9 | 96.3 | 0.317
inverter | 271 | 1020 | 3.37
multi-input combinational | 3171 | 21400 | 70.4
sequential | 178 | 4460 | 14.7
tap | 748 | 936 | 3.08
timing repair buffer | 231 | 2000 | 6.57
## stage by stage
stage | util, % | cells | setup WS (ps) | area (um^2)
4_1_cts | 55.3 | 4631 | 42650 | 30400
6_report | 55.3 | 4641 | 42570 | 30400
2_1_floorplan | - | 3851 | 43600 | 27800
3_5_place_dp | 54.2 | 4599 | 42200 | 29800
5_1_grt | 55.3 | 4631 | 42040 | 30400
3_3_place_gp | 54.2 | 4599 | 42330 | 29800
## synthesized netlist by cell type, drive strengths merged (29+ instances only)
cell type    n  area share, %
nor2b       64            1.4
nand2      419            5.7
mux2i       71            2.6
a31oi       51            1.2
ha         210            9.5
inv        269            3.6
o211ai      56            1.5
fa          54            3.9
a21oi      322            5.8
xor2        91            2.9
o221ai      45            1.4
nor2       331            4.5
nor4        33           0.80
o22ai       37           0.83
xnor2      165            5.2
or3         40           0.92
nor3        64            1.2
a211oi      42            1.1
nand3      107            2.0
nand2b      41           0.92
nand4       35           0.79
clkbuf     167            2.3
buf         64            1.2
dfrtp      178             16
and2        29           0.65
o21ai      358            6.5
o31ai       56            1.6
a21o        74            2.0
## logic make-up after synthesis
logic type / synth area share (%)
buffers and inverters: 7.13
XOR/XNOR: 8.24
adder cells (fa/ha/maj): 13.4
AND/OR/NAND/NOR: 21.1
multiplexers: 3.96
AND-OR/OR-AND: 30.2
flip-flops: 16.0
## flip-flops by register name (all words and copies together) (netlist names)
signal / flops
calc_a: 32
calc_a_pos: 5
calc_b: 32
calc_b_pos: 5
calc_flag: 1
calc_para: 3
calc_sign_rs0: 1
calc_sign_xor: 1
calc_x: 32
calc_y: 32
mulbuf_data: 32
mulbuf_length: 1
write_flag: 1
## worst reg2reg max path: cells and delay by family (launching register included)
kind | cells | cell delay, ps
simple gates | 17 | 5850
compound gates | 20 | 5370
buf+inv | 5 | 1650
fa+ha+maj | 4 | 1210
xor+xnor | 2 | 820
mux | 2 | 730
flops | 1 | 620
## layer usage
| layer | global-route usage [%] | share of wire (%) |
|---|---|---|
| met2 | 69.7 | 40 |
| met3 | 24.1 | 15 |
| met5 | 0.693 | 0.044 |
| met1 | 65.4 | 36 |
| met4 | 33.4 | 8.8 |
## path summary, 6_finish.rpt
path | from | to | slack, ps | cells past startpoint
max | mul_rs1[5] | calc_b_pos[2]$_DFFE_PP0P_ | 42570 | 29
min | calc_y[31]$_DFFE_PP0P_ | calc_y[31]$_DFFE_PP0P_ | 460 | 1
max reg2reg | calc_para[2]$_DFFE_PP0N_ | write_flag$_DFFE_PP0P_ | 48470 | 50
min reg2reg | calc_y[31]$_DFFE_PP0P_ | calc_y[31]$_DFFE_PP0P_ | 460 | 1
max in group asynchronous | rst | calc_x[8]$_DFFE_PP0P_ | 50620 | 3
min in group asynchronous | rst | calc_x[20]$_DFFE_PP0P_ | 12970 | 2
